==> /design/flow/run.sh <==
#!/bin/bash
# OpenROAD 26Q1-2900-gdf79404cd8, Yosys 0.63+post, stock flow scripts
make -C /OpenROAD-flow-scripts/flow DESIGN_CONFIG=/design/flow/config.mk WORK_HOME=/design/flow/orfs finish
==> /design/flow/config.mk <==
export PLATFORM = sky130hd
export DESIGN_NAME = btn_led_prng
export DESIGN_NICKNAME = btn_led_prng
export VERILOG_FILES = /design/flow/design.v
export SDC_FILE = /design/flow/constraint.sdc
export NUM_CORES = 4
export LEC_CHECK = 1
export CORE_UTILIZATION = 40
==> /design/flow/constraint.sdc <==
current_design btn_led_prng

set clk_period 4.7
set clk_io_pct 0.2

create_clock -name clk0 -period $clk_period [get_ports {clk}]

set non_clock_inputs [all_inputs -no_clocks]
set_input_delay [expr $clk_period * $clk_io_pct] -clock clk0 $non_clock_inputs
set_output_delay [expr $clk_period * $clk_io_pct] -clock clk0 [all_outputs]
==> /design/flow/design.v <==
`timescale 1ns/1ps
module btn_led_prng (
    input  wire clk,
    input  wire btn_raw,
    output wire led_onboard,
    output wire led_ext
);
    wire reset_n = 1'b1;
    wire btn_db;
    debounce u_debounce (
        .clk(clk),
        .reset_n(reset_n),
        .btn_in(btn_raw),
        .btn_out(btn_db)
    );
    wire tick_1hz, sec_phase;
    clk_divider u_clkdiv (
        .clk(clk), .reset_n(reset_n),
        .tick(tick_1hz), .sec_phase(sec_phase)
    );
    reg [15:0] lfsr = 16'hA5A5;
    always @(posedge clk or negedge reset_n)
        if (!reset_n) lfsr <= 16'hA5A5;
        else lfsr <= {lfsr[14:0], lfsr[15] ^ lfsr[13] ^ lfsr[12] ^ lfsr[10]};
    function automatic [3:0] lfsr_to_1_10(input [15:0] v);
        logic [3:0] tmp;
        begin
            tmp = v[3:0];
            if (tmp <= 8) lfsr_to_1_10 = tmp + 1;
            else lfsr_to_1_10 = 10;
        end
    endfunction
    typedef enum logic [1:0] {S_COUNT, S_WAIT_BUTTON} state_t;
    state_t state;
    reg [3:0] sec_cnt, target_sec, prev_target;
    reg led_onboard_r, led_ext_r;
    assign led_onboard = led_onboard_r;
    assign led_ext     = led_ext_r;
    reg btn_db_prev, btn_pressed;
    always @(posedge clk or negedge reset_n) begin
        if (!reset_n) begin
            btn_db_prev <= 0; btn_pressed <= 0;
        end else begin
            btn_db_prev <= btn_db;
            btn_pressed <= btn_db && !btn_db_prev;
        end
    end
    always @(posedge clk or negedge reset_n) begin
        if (!reset_n) begin
            state <= S_COUNT;
            sec_cnt <= 0;
            target_sec <= 1;
            prev_target <= 0;
            led_onboard_r <= 0;
            led_ext_r <= 0;
        end else begin
            led_onboard_r <= sec_phase;
            case (state)
                S_COUNT: begin
                    if (tick_1hz) begin
                        if ((sec_cnt + 1) == target_sec)
                            led_ext_r <= 1;
                        else
                            led_ext_r <= 0;
                        if (sec_cnt == 9) begin
                            sec_cnt <= 0;
                            state <= S_WAIT_BUTTON;
                            led_ext_r <= 0;
                        end else
                            sec_cnt <= sec_cnt + 1;
                    end
                end
                S_WAIT_BUTTON: begin
                    led_ext_r <= 0;
                    if (btn_pressed) begin
                        logic [3:0] candidate;
                        candidate = lfsr_to_1_10(lfsr);
                        if (candidate == prev_target)
                            candidate = (candidate == 10) ? 1 : candidate + 1;
                        prev_target <= candidate;
                        target_sec <= candidate;
                        sec_cnt <= 0;
                        state <= S_COUNT;
                    end
                end
            endcase
        end
    end
endmodule
module debounce (
    input  wire clk,
    input  wire reset_n,
    input  wire btn_in,
    output wire btn_out
);
    reg [1:0] sync;
    always @(posedge clk or negedge reset_n)
        if (!reset_n) sync <= 0;
        else sync <= {sync[0], btn_in};
    localparam integer MAX_COUNT = 500000;
    localparam integer CNT_BITS  = 19;  
    reg [CNT_BITS-1:0] cnt;
    reg state;
    always @(posedge clk or negedge reset_n) begin
        if (!reset_n) begin
            cnt <= 0; state <= 0;
        end else begin
            if (sync[1] == state) cnt <= 0;
            else if (cnt >= (MAX_COUNT-1)) begin
                state <= sync[1];
                cnt <= 0;
            end else
                cnt <= cnt + 1;
        end
    end
    assign btn_out = state;
endmodule
module clk_divider (
    input  wire clk,
    input  wire reset_n,
    output reg  tick,
    output reg  sec_phase
);
    localparam integer PERIOD = 25_000_000;
    localparam integer WIDTH  = 25;    
    reg [WIDTH-1:0] counter;
    always @(posedge clk or negedge reset_n) begin
        if (!reset_n) begin
            counter <= 0; tick <= 0; sec_phase <= 0;
        end else begin
            if (counter >= PERIOD-1) begin
                counter <= 0; tick <= 1;
            end else begin
                counter <= counter + 1; tick <= 0;
            end
            sec_phase <= (counter < (PERIOD >> 1));
        end
    end
endmodule
==> job_summary.md <==
## Synthesis and layout report

| Metric | Value |
|---|---|
| Fin crit share | 53.1% |
| Leakage | 0.00141 uW |
| Detailed Routing Iterations Pass 1 | 4 |
| Synth area leader | dfxtp_1 |
| Core Util at FP | 42.0% |
| Chip area | 8600 um^2 |
| Root Driver | clkbuf_8 |
| Final setup viols | 0 |
| Logic area | 1520 um^2 |
| Placer Congestion | 0.820 |
| Hold Violations, Final | 0 |
| Top cells, area | dfxtp_1, edfxtp_1, xor2_1 |
| Ys async rst share | 0% |
| Port Buffer Count | 3 |
| Power Dens Cells | 346 nW/um^2 |
| Slew @ Worst Pin | 0.744 ns |
| Cell depth of the worst hold path | 0 |
| Reg2reg end | prev_target[3] |
| Mapped Cells | 343 |
| Final setup TNS | 0 ns |
| Yosys Warn Count | 3 |
| Synth Seq Share | 51.1% |
| Fin crit period | 2.50 ns |
| Synthesis area per yosys | 3290 um^2 |
| Mapped cell area | 3290 um^2 |
| Core area | 7850 um^2 |
| Worst-path fanout max | 12 |
| Die Wd | 92.7 um |
| Top cell area share | 41.9% |
| Max clock buf depth | 2 |
| Cells in synth_stat.txt | 343 |
| Vias | 2193 |
| Number of enable flip-flop cells | 10 |
| Unique cell types | 42 |
| Global-route wire length before repair | 9030 um |
| Grt ovf | 0 |
| Clock latency on the worst-skew pair | 0.34 ns |
| Final ANT Viol Nets | 0 |
| Critical Path Source Type | flop |
| Crit path kind | flop to flop |
| Pin count of the biggest net entering global routing | 20 |
| Maximum clock rate | 0.401 GHz |
| Status | finished, final reports clean |
| Worst hold margin | 0.326 ns |
| Clock-pin slew on the worst setup and hold paths | 0.07 ns |
| Fillcell total | 767 |
| Die H | 92.7 um |
| Crit. End Element | flop |
| Arr. time, crit path | 2.58 ns |
| Worst Hold Path EP | lfsr[10] |
| Hold_sp | lfsr[9] |
| Final std cells w/o fill | 453 |
| Final Max Slew Viols | 0 |
| R2R cell count | 8 |
| Wirelength per Cell | 10.9 um |
| Routed wire length | 4960 um |
| Post-route core utilization | 46.3% |
| Synthesized area per cell | 9.60 um^2 |
| Slew headroom | 50.3% |
| Total of max-cap violations | 0 |
| VDD IR max | 0.198 mV |
| R2R Path Start | lfsr[0] |
| H-tree depth | 3 |
| Clk sinks | 79 |
| RSZ-0062 raised after global routing | no |
| Dominant flop cell | dfxtp_1 |
| Drt first-iter violations | 63 |
| Via/cell ratio | 4.84 |
| Total Power | 1260 uW |
| Clock skew | 0.00357 ns |
| Num rows | 32 |
| Boundary Pins | 4 |
| Most frequent cells after synthesis | dfxtp_1, nor2_1, xor2_1 |
| N_diodes | 0 |
| Initial antenna violation count | 0 |
| DP Wirelength | 3290 um |
| Top-count cell post-synth | dfxtp_1 |
| Hold-fix buffers, CTS | 0 |
| CTS tree | done |
| Synth flops | 79 |
| Flop area | 1680 um^2 |
| Setup Buffers After CTS | 0 |
| Layout cells sized above 1 | 5.98% |
| Number of global-route vias before repair | 2019 |
| Register-to-register setup slack | 2.20 ns |
| Dpl cells | 437 |
| Num CTS Buffers | 9 |
| GRT Total Usage | 13.1% |
| Post-CTS resize count | 0 |
| Remaining DRCs | 0 |
| CP required | 4.78 ns |
| Area Growth Syn to Fin | 10.4% |
| Tool warnings | 27 |
| HP Class | flop to flop |
==> sequential cells by signal (all words and copies together) (netlist names) <==
name	cells
btn_db_prev	1
btn_pressed	1
led_ext_r	1
led_onboard_r	1
lfsr	16
prev_target	4
sec_cnt	4
state	2
u_clkdiv.counter	25
u_clkdiv.sec_phase	1
u_clkdiv.tick	1
u_debounce.cnt	19
u_debounce.state	1
u_debounce.sync	2
==> report_power, final <==
part / leakage, uW / switching, uW / internal [uW] / total (uW)
sequential: 0.000644 / 2.14 / 684 / 686
clock: 0.000121 / 226 / 336 / 562
combinational: 0.000643 / 5.53 / 4.05 / 9.58
==> cell usage in the layout (no fill, tap or decap), types with 2 or more instances in the layout <==
cell,netlist,layout
and4_1,6,6
nor3_1,4,4
o211ai_1,3,3
o21ai_0,10,10
edfxtp_1,10,10
and2_1,2,2
nand2b_1,4,4
nor3b_1,2,2
a21oi_1,8,8
xnor2_1,19,19
ha_1,6,6
clkbuf_8,0,13
or3_1,2,2
a31oi_1,3,3
nand2_1,24,24
nor2_1,56,56
nor2b_1,2,2
nand3_1,17,17
inv_1,8,8
nand4_1,9,9
xor2_1,34,34
nor4_1,2,2
o22ai_1,2,2
dfxtp_1,69,69
and3_1,14,14
clkdlybuf4s50_1,0,3
==> worst max-delay path by stage <==
stage	depth (start not counted)	slack, ns	start	to
CTS	8	2.24	lfsr[0]	prev_target[3]
finish	8	2.20	lfsr[0]	prev_target[3]
global route	7	2.01	lfsr[0]	prev_target[3]
==> per-layer routing <==
layer,up-vias,track usage [%],routed length [um]
li1,1174,-,-
met1,1000,20.9,2690
met2,14,19.3,2060
met3,5,3.17,140
met4,0,1.92,61
met5,-,0,0
==> cell families after synthesis <==
group / after synthesis / synth area share [%]
and+or+nand+nor: 150 / 22.6
DFF: 79 / 51.1
xor gates and xnor gates: 53 / 14.1
AOI/OAI and AO/OA: 34 / 6.84
buffers and inverters: 20 / 2.77
adders and majority gates: 6 / 2.28
muxes: 1 / 0.304
==> metrics by stage <==
stage	worst slack, ns	area (um^2)
after floorplan	2.39	3290
after global placement	2.35	3400
after detailed placement	2.28	3400
after CTS	2.24	3630
after global routing	2.01	3630
final	2.20	3630
==> critical path: stages (launching register included) <==
cell      delay (ns)
dfxtp_1         0.42
inv_1           0.12
ha_1            0.20
nand2b_1        0.10
a21oi_1         0.39
xor2_1          0.17
nor4_2          0.50
a21boi_1        0.27
mux2i_1         0.09
==> layout make-up <==
type | count | area share (%)
sequential | 79 | 46.3
multi-input combinational | 244 | 41.8
clock buffer | 15 | 5.71
tap | 102 | 3.51
timing repair buffer | 4 | 1.03
clock inverter | 1 | 0.826
inverter | 8 | 0.826
Power figures rest on the tool's default switching activity, not on a simulated workload.
